==> design/flow/design.v <==
module key_update(
    output [79 : 0] data_o,      
    input [79 : 0] data_i,      
    input [4  : 0] round_counter
    );
wire [79:0] s1 = {data_i[18:0],data_i[79:19]};   
wire [79:0] s2;  
wire [79:0] s3 =  {s2[79:20],(s2[19:15])^(round_counter),s2[14:0]};  
sbox key_update_sbox(.data_o(s2[79:76]),.data_i(s1[79:76]));  
assign s2[75:0] = s1[75:0];  
assign data_o = s3;          
endmodule
module permutation(
    output [63:0] data_o,     
    input  [63:0] data_i     
    );
assign data_o[0 ] = data_i[0 ];
assign data_o[16] = data_i[1 ];
assign data_o[32] = data_i[2 ];
assign data_o[48] = data_i[3 ];
assign data_o[1 ] = data_i[4 ];
assign data_o[17] = data_i[5 ];
assign data_o[33] = data_i[6 ];
assign data_o[49] = data_i[7 ];
assign data_o[2 ] = data_i[8 ];
assign data_o[18] = data_i[9 ];
assign data_o[34] = data_i[10];
assign data_o[50] = data_i[11];
assign data_o[3 ] = data_i[12];
assign data_o[19] = data_i[13];
assign data_o[35] = data_i[14];
assign data_o[51] = data_i[15];
assign data_o[4 ] = data_i[16];
assign data_o[20] = data_i[17];
assign data_o[36] = data_i[18];
assign data_o[52] = data_i[19];
assign data_o[5 ] = data_i[20];
assign data_o[21] = data_i[21];
assign data_o[37] = data_i[22];
assign data_o[53] = data_i[23];
assign data_o[6 ] = data_i[24];
assign data_o[22] = data_i[25];
assign data_o[38] = data_i[26];
assign data_o[54] = data_i[27];
assign data_o[7 ] = data_i[28];
assign data_o[23] = data_i[29];
assign data_o[39] = data_i[30];
assign data_o[55] = data_i[31];
assign data_o[8 ] = data_i[32];
assign data_o[24] = data_i[33];
assign data_o[40] = data_i[34];
assign data_o[56] = data_i[35];
assign data_o[9 ] = data_i[36];
assign data_o[25] = data_i[37];
assign data_o[41] = data_i[38];
assign data_o[57] = data_i[39];
assign data_o[10] = data_i[40];
assign data_o[26] = data_i[41];
assign data_o[42] = data_i[42];
assign data_o[58] = data_i[43];
assign data_o[11] = data_i[44];
assign data_o[27] = data_i[45];
assign data_o[43] = data_i[46];
assign data_o[59] = data_i[47];
assign data_o[12] = data_i[48];
assign data_o[28] = data_i[49];
assign data_o[44] = data_i[50];
assign data_o[60] = data_i[51];
assign data_o[13] = data_i[52];
assign data_o[29] = data_i[53];
assign data_o[45] = data_i[54];
assign data_o[61] = data_i[55];
assign data_o[14] = data_i[56];
assign data_o[30] = data_i[57];
assign data_o[46] = data_i[58];
assign data_o[62] = data_i[59];
assign data_o[15] = data_i[60];
assign data_o[31] = data_i[61];
assign data_o[47] = data_i[62];
assign data_o[63] = data_i[63];
endmodule
module present_encryptor_top(
    output [63:0] data_o,     
    input [79:0] data_i,     
    input data_load,        
    input key_load,        
    input clk_i             
    );
logic [63 : 0] state;  
logic [63:0] state_next;  
logic [4  : 0] round_counter;  
logic [4  : 0] round_counter_next;  
logic [79 : 0] key;  
logic [79 : 0] key_next;  
wire [63 : 0] round_key = key[79:16];  
wire [63 : 0] sub_per_input = state^round_key;  
wire [63 : 0] sub_per_output;  
wire [79 : 0] key_update_output;  
sub_per present_cipher_sp(.data_o(sub_per_output),.data_i(sub_per_input)); 
key_update present_cipher_key_update(.data_o(key_update_output),.data_i(key),.*); 
assign data_o = sub_per_input;  
always_ff @(posedge clk_i)                
begin
    key <= key_next;                       
    state <= state_next;                   
    round_counter <= round_counter_next;   
end
always_comb                     
begin
    unique if(key_load)                
    begin                             
        key_next = data_i;
        state_next = state;
        round_counter_next = round_counter;
    end
    else if (data_load)         
    begin
        key_next = key;
        state_next = data_i[63:0];
        round_counter_next = 5'd1;
    end   
    else
    begin                               
        key_next = key_update_output;
        state_next = sub_per_output;
        round_counter_next = round_counter + 5'd1;
    end   
end
endmodule
module sbox (
    output logic [3:0] data_o,    
    input [3:0] data_i           
    );
always_comb                           
    unique case (data_i)              
        4'h0 : data_o = 4'hC;
        4'h1 : data_o = 4'h5;
        4'h2 : data_o = 4'h6;
        4'h3 : data_o = 4'hB;
        4'h4 : data_o = 4'h9;
        4'h5 : data_o = 4'h0;
        4'h6 : data_o = 4'hA;
        4'h7 : data_o = 4'hD;
        4'h8 : data_o = 4'h3;
        4'h9 : data_o = 4'hE;
        4'hA : data_o = 4'hF;
        4'hB : data_o = 4'h8;
        4'hC : data_o = 4'h4;
        4'hD : data_o = 4'h7;
        4'hE : data_o = 4'h1;
        4'hF : data_o = 4'h2;
    endcase 
endmodule
module sub_per(
    output [63:0] data_o,   
    input [63:0] data_i     
    );
wire [63:0] s;  
substitution sub_per_substitution(.data_o(s)   ,.*);  
permutation  sub_per_permutation (.*,.data_i(s));  
endmodule
module substitution(
    output [63:0] data_o,   
    input [63:0] data_i    
    ); 
genvar j;
generate
    for (j = 0; j < 16; j++)
    begin : boxes
        sbox substitution_sbox (.data_o(data_o[j*4+3 : j*4]),.data_i(data_i[j*4+3 : j*4]));    
    end
endgenerate
endmodule
==> design/flow/run.sh <==
#!/bin/bash
# OpenROAD 26Q1-2900-gdf79404cd8, Yosys 0.63+post, stock flow scripts
make -C /OpenROAD-flow-scripts/flow DESIGN_CONFIG=/design/flow/config.mk WORK_HOME=/design/flow/orfs finish
==> design/flow/config.mk <==
export PLATFORM = sky130hd
export DESIGN_NAME = present_encryptor_top
export DESIGN_NICKNAME = present_encryptor_top
export VERILOG_FILES = /design/flow/design.v
export SDC_FILE = /design/flow/constraint.sdc
export NUM_CORES = 4
export LEC_CHECK = 1
export CORE_UTILIZATION = 50
==> design/flow/constraint.sdc <==
current_design present_encryptor_top

set clk_period 2.6
set clk_io_pct 0.2

create_clock -name clk0 -period $clk_period [get_ports {clk_i}]

set non_clock_inputs [all_inputs -no_clocks]
set_input_delay [expr $clk_period * $clk_io_pct] -clock clk0 $non_clock_inputs
set_output_delay [expr $clk_period * $clk_io_pct] -clock clk0 [all_outputs]
==> impl_results.html <==
<p>Metrics extracted from the flow reports.</p>
<table>
<tr><th>Metric</th><th>Value</th></tr>
<tr><th colspan="2">Route</th></tr>
<tr><td>Post-Route WL</td><td>25,400 microns</td></tr>
<tr><td>Number of DRC violations after detailed routing</td><td>0</td></tr>
<tr><td>Antenna viol nets, final</td><td>0</td></tr>
<tr><td>Starting DRC count in detailed routing</td><td>370</td></tr>
<tr><td>Number of detailed-route iterations in the first pass</td><td>4</td></tr>
<tr><td>Inserted Diodes</td><td>0</td></tr>
<tr><td>Post-detailed-route wirelength per cell</td><td>21.2 microns</td></tr>
<tr><td>Detail-routed via count per cell</td><td>5.30</td></tr>
<tr><td>Via total after detailed routing</td><td>6,353</td></tr>
<tr><th colspan="2">Critical path</th></tr>
<tr><td>Critical path endpoint category</td><td>primary output</td></tr>
<tr><td>Worst r2r src</td><td>key[28]$_DFFE_PN_</td></tr>
<tr><td>Worst Setup Start Kind</td><td>register</td></tr>
<tr><td>R2R setup slack</td><td>260 ps</td></tr>
<tr><td>Type of the worst setup path</td><td>reg2out</td></tr>
<tr><td>Top fanout value on the critical path</td><td>5</td></tr>
<tr><td>Data arrival at the endpoint of the critical path</td><td>1970 ps</td></tr>
<tr><td>Critical path data required time</td><td>2080 ps</td></tr>
<tr><td>Critical Path Start</td><td>key[75]$_DFFE_PN_</td></tr>
<tr><th colspan="2">Place</th></tr>
<tr><td>DPL Wire Length</td><td>19,100 microns</td></tr>
<tr><td>Quantity of I/O buffers inserted on ports</td><td>146</td></tr>
<tr><td>DP Worst Slack</td><td>222 ps</td></tr>
<tr><td>Final Wtd Congestion</td><td>0.943</td></tr>
<tr><td>Area after DPL</td><td>11,800 sq um</td></tr>
<tr><th colspan="2">Min path</th></tr>
<tr><td>Beginning of the worst hold path</td><td>present_cipher_key_update.key_update_sbox.data_o[1]$_DFF_P_</td></tr>
<tr><td>Worst min-delay path class</td><td>reg2reg</td></tr>
<tr><th colspan="2">Final timing</th></tr>
<tr><td>Fraction of the cycle the final worst path needs</td><td>0.959</td></tr>
<tr><td>Worst setup margin</td><td>between 100 and 150 ps</td></tr>
<tr><td>Largest clock skew in the final design</td><td>between 10 and 15 ps</td></tr>
<tr><td>Setup repair after global routing missed its margin</td><td>false</td></tr>
<tr><td>Highest clock rate</td><td>401 MHz</td></tr>
<tr><td>Final period demand of the worst path</td><td>2490 ps</td></tr>
<tr><td>Worst slew margin</td><td>0.571</td></tr>
<tr><td>Setup violators final</td><td>0</td></tr>
<tr><td>TNS Setup</td><td>0 ps</td></tr>
<tr><td>Final number of max-transition violations</td><td>0</td></tr>
<tr><td>Worst Tran Pin Value</td><td>~640 ps</td></tr>
<tr><td>Final hold violation count</td><td>0</td></tr>
<tr><td>Worst hold slack</td><td>534 ps</td></tr>
<tr><th colspan="2">Run</th></tr>
<tr><td>Number of violations of the max-capacitance limit</td><td>0</td></tr>
<tr><td>Tool warning count</td><td>94</td></tr>
<tr><th colspan="2">Die</th></tr>
<tr><td>Die Outline Area</td><td>between 20,000 and 25,000 sq um</td></tr>
<tr><td>Total number of placement rows</td><td>51</td></tr>
<tr><td>Die boundary width</td><td>142 microns</td></tr>
<tr><td>I/O pin count</td><td>147</td></tr>
<tr><td>Die boundary height</td><td>142 microns</td></tr>
<tr><td>Core footprint</td><td>19,400 sq um</td></tr>
<tr><td>Pre-placement core utilization</td><td>0.508</td></tr>
<tr><th colspan="2">Clock tree</th></tr>
<tr><td>CTS Root Buffer Type</td><td>clkbuf_16</td></tr>
<tr><td>Setup fix buffers added after clock tree synthesis</td><td>0</td></tr>
<tr><td>CTS HTree Levels</td><td>4</td></tr>
<tr><td>Post-cts hold-fix buffer tally</td><td>0</td></tr>
<tr><td>Reg clk slew, reported paths</td><td>70 ps</td></tr>
<tr><td>CTS buffer count</td><td>17</td></tr>
<tr><td>Clock tree from TritonCTS</td><td>yes</td></tr>
<tr><td>Post-cts gate resize count</td><td>0</td></tr>
<tr><td>Clock network latency to the later pin of the worst-skew pair</td><td>between 400 and 500 ps</td></tr>
<tr><td>Maximum buffer depth of the clock tree</td><td>2</td></tr>
<tr><td>Clock sink total</td><td>153</td></tr>
<tr><th colspan="2">Synthesis</th></tr>
<tr><td>Total cells reported by yosys after synthesis</td><td>between 700 and 800</td></tr>
<tr><td>Most instantiated flip-flop cell in the synthesis netlist</td><td>edfxtp_1</td></tr>
<tr><td>Number of cells produced by synthesis</td><td>760</td></tr>
<tr><td>Post-synthesis cell type count</td><td>35</td></tr>
<tr><td>Mapped Avg Cell Area</td><td>13.0 sq um</td></tr>
<tr><td>EDFF count, synth</td><td>approximately 150</td></tr>
<tr><td>FF+latch count, synth</td><td>153</td></tr>
<tr><td>Summed standard-cell area reported by yosys</td><td>9860 sq um</td></tr>
<tr><td>Async S/R FF share, synth</td><td>0</td></tr>
<tr><td>Post-synthesis sequential area ratio</td><td>0.462</td></tr>
<tr><td>Total number of yosys warnings</td><td>2</td></tr>
<tr><td>Post-synthesis instance area</td><td>about 10000 sq um</td></tr>
<tr><th colspan="2">Layout</th></tr>
<tr><td>Most numerous logic cells after layout</td><td>edfxtp_1 (149), clkdlybuf4s50_1 (144), mux2_2 (93)</td></tr>
<tr><td>End-of-flow core utilization</td><td>0.637</td></tr>
<tr><td>Relative area change from synthesis to final layout</td><td>25.3%</td></tr>
<tr><td>Most frequent logic cell in the layout</td><td>edfxtp_1</td></tr>
<tr><td>Final design area excluding fillers</td><td>12,400 sq um</td></tr>
<tr><td>Flop area</td><td>4550 sq um</td></tr>
<tr><td>Fill cell instance count of the final layout</td><td>1,467</td></tr>
<tr><td>Combinational Area</td><td>~5000 sq um</td></tr>
<tr><td>Share of post-route cells with drive strength above 1</td><td>0.213</td></tr>
<tr><th colspan="2">Global routing</th></tr>
<tr><td>Antenna violations before repair</td><td>0</td></tr>
<tr><td>Number of global-route vias before repair</td><td>6,486</td></tr>
<tr><td>Pin count of the biggest net entering global routing</td><td>52</td></tr>
<tr><td>GRT Total Usage</td><td>0.280</td></tr>
<tr><td>First-pass GRT wire length</td><td>38,100 microns</td></tr>
<tr><td>Total gr overflow</td><td>0</td></tr>
<tr><th colspan="2">Power and ir drop</th></tr>
<tr><td>Worst voltage drop across the vdd grid</td><td>0.523 mV</td></tr>
<tr><td>Standby leakage power</td><td>5.01 nW</td></tr>
<tr><td>Total power per unit cell area</td><td>~740 nW/um^2</td></tr>
<tr><th colspan="2">Status</th></tr>
<tr><td>Result of the run</td><td>completed</td></tr>
</table>
## where the power goes
group	internal, W	total (W)	switching (W)
combinational	0.00178	0.00336	0.00159
clock	0.00134	0.00241	0.00107
sequential	0.00313	0.00332	0.000200
total	0.00624	0.00910	0.00286
## final timing paths
check                         to  cells after the start
max reg2reg  state[19]$_DFFE_PN_                      5
min            key[77]$_DFFE_PN_                      1
max                   data_o[59]                      3
min reg2reg    key[77]$_DFFE_PN_                      1
## routing by layer
| metal | track usage | wire, microns | vias up |
|---|---|---|---|
| met3 | 0.111 | 2520 | 19 |
| met5 | 0 | 0 | - |
| met1 | 0.439 | 11000 | 3089 |
| met4 | 0.0458 | 480 | 0 |
| li1 | - | - | 3020 |
| met2 | 0.404 | 11400 | 225 |
## synthesized netlist by cell type, types with 2 or more instances
cell,n,share of area
o211a_1,2,0.0020
edfxtp_1,149,0.45
nand2_1,78,0.030
or3b_1,2,0.0018
mux4_2,32,0.073
nor2b_1,2,0.0013
clkbuf_1,9,0.0034
nor3_1,16,0.0081
xnor2_2,3,0.0049
a21oi_1,18,0.0091
o21ai_0,28,0.014
nand2b_1,3,0.0019
nand3_1,2,0.0010
buf_2,8,0.0041
inv_1,73,0.028
buf_1,5,0.0019
a211oi_1,4,0.0030
nor2_1,6,0.0023
mux2_2,94,0.11
ha_1,86,0.11
xor2_1,45,0.040
mux2i_1,40,0.041
xnor2_1,33,0.029
dfxtp_1,4,0.0081
xor2_2,8,0.013
## stage by stage
stage,total power (W),cells
2_1_floorplan,0.00538,760
3_3_place_gp,0.00665,1167
3_5_place_dp,0.00672,1167
4_1_cts,0.00915,1199
5_1_grt,0.00961,1199
6_report,0.00910,1199
## area by class of cell
| type | instances | area share |
|---|---|---|
| multi-input combinational | 510 | 0.402 |
| clock inverter | 15 | 0.0110 |
| clock buffer | 17 | 0.0344 |
| sequential | 153 | 0.369 |
| inverter | 74 | 0.0230 |
| timing repair buffer | 165 | 0.134 |
| tap | 265 | 0.0268 |
## kinds of logic after synthesis
group,after synthesis,share of synthesized area
muxes,166,0.221
DFF,153,0.462
and+or+nand+nor,113,0.0492
buffers and inverters,97,0.0383
xor gates and xnor gates,89,0.0874
adders and majority gates,86,0.109
AOI/OAI and AO/OA,56,0.0331
## state kept, by name, summed over array words and instances, names as in the netlist
register and cells:
present_cipher_key_update.key_update_sbox.data_o 4, state 64, key 80, round_counter 5
## worst max-delay path: stages (launching register included)
cell	delay, ps
edfxtp_1	450
xnor2_1	480
inv_1	170
clkdlybuf4s50_1	450
Power figures rest on the tool's default switching activity, not on a simulated workload.
